<file path="/design/flow/config.mk">
export PLATFORM = sky130hd
export DESIGN_NAME = hex
export DESIGN_NICKNAME = hex
export VERILOG_FILES = /design/flow/design.v
export SDC_FILE = /design/flow/constraint.sdc
export NUM_CORES = 4
export LEC_CHECK = 1
export CORE_AREA = 10 10 70 70
export DIE_AREA = 0 0 80 80
</file>
<file path="/design/flow/constraint.sdc">
current_design hex

set clk_period 2.0
set clk_io_pct 0.2

create_clock -name clk0 -period $clk_period

set non_clock_inputs [all_inputs -no_clocks]
set_input_delay [expr $clk_period * $clk_io_pct] -clock clk0 $non_clock_inputs
set_output_delay [expr $clk_period * $clk_io_pct] -clock clk0 [all_outputs]
</file>
<file path="/design/flow/design.v">
`timescale 1ns / 1ps
module hex(
  input      [3:0] hex_i,
  output reg [6:0] hex_o
    );
  always @( * ) begin
    case ( hex_i )
      4'h0:    hex_o = 7'b1000000;
      4'h1:    hex_o = 7'b1111001;
      4'h2:    hex_o = 7'b0100100;
      4'h3:    hex_o = 7'b0110000;
      4'h4:    hex_o = 7'b0011001;
      4'h5:    hex_o = 7'b0010010;
      4'h6:    hex_o = 7'b0000010;
      4'h7:    hex_o = 7'b1111000;
      4'h8:    hex_o = 7'b0000000;
      4'h9:    hex_o = 7'b0010000;
      4'ha:    hex_o = 7'b0001000;
      4'hb:    hex_o = 7'b0000011;
      4'hc:    hex_o = 7'b1000110;
      4'hd:    hex_o = 7'b0100001;
      4'he:    hex_o = 7'b0000110;
      4'hf:    hex_o = 7'b0001110;
      default: hex_o = 7'b1111111;
    endcase
  end
endmodule
</file>
<file path="/design/flow/run.sh">
#!/bin/bash
# OpenROAD 26Q1-2900-gdf79404cd8, Yosys 0.63+post, stock flow scripts
make -C /OpenROAD-flow-scripts/flow DESIGN_CONFIG=/design/flow/config.mk WORK_HOME=/design/flow/orfs finish
</file>
==> run notes <==
impl run done, here's what came out: Overall Global Routing Usage 0.0238, fmax 518 MHz, top area contributor share 0.318, fin. max-slew vios 0, site row count 21, instance count of the mapped netlist 32, yosys cell count 32, layout cells sized above 1 0.453, final hold violations 0, First-pass DRT Iterations 3, simple logic cell fraction of the synthesized area 0.145, wire length of the first global-routing pass around 1300 microns, core region area around 3400 sq um, placed insts 97, area fraction in full adders, half adders and majority gates 0.318, Chip Area, Yosys 275 sq um, final standard cell count with taps included and fillers excluded slightly below 100, Yosys warning total 1, count of sequential standard cells 0, Worst Path Buf+Inv 3, XOR/XNOR Area Share 0, first-iteration detailed-routing DRC count 4, combinational gate area 264 sq um, power density normalized to cell area roughly 170 nW/um^2, weighted congestion at the end of routability-driven global placement just over 0.8, Routed WL between 700 and 800 microns, final cycle utilization of the critical path 0.964, critical path's slowest cell sky130_fd_sc_hd__mux4_2, post-synthesis instance area about 280 sq um, portion of the post-synthesis area used by sequential elements 0, fin crit period between 1.5 and 2 ns, count of input and output buffers 11, cell types with the highest counts after synthesis 7 x sky130_fd_sc_hd__ha_1, 5 x sky130_fd_sc_hd__nor2_1, 4 x sky130_fd_sc_hd__mux2i_1, 3 x sky130_fd_sc_hd__inv_1, count leader, synth sky130_fd_sc_hd__ha_1, Via Count roughly 290, MUX area fraction 0.282, count of warning messages emitted by the tools 39, IR drop worst, VDD 0.0209 mV, clock buffers 0, Worst setup SP type input port, post-layout util 0.153, Post-synth area hogs sky130_fd_sc_hd__ha_1 32%, sky130_fd_sc_hd__mux2i_1 15%, sky130_fd_sc_hd__mux4_1 9.5%, sky130_fd_sc_hd__nor2_1 6.8%, sky130_fd_sc_hd__a22o_1 6.4%, Slowest Stage Delay on Critical Path ~0.46 ns, final HPWL from detailed placement approximately 620 microns, via count of the first global-routing pass about 290, Worst path top cell family by delay buffers and inverters, min-delay worst type input port to primary output, tightest hold margin 1.33 ns, sequential cell area 0 sq um, initial core utilization 0.0806, pin count of the biggest net entering global routing 7, compound-gate portion of the synthesized area 0.155, worst max-slew margin expressed relative to the limit 0.899, area growth from synthesis to layout 90.5%, ANT cells 0, total power draw 0.0892 mW, cells along the critical path buf_4 -> buf_4 -> ha_2 -> mux4_2 -> clkdlybuf4s15_1, critical path start-end classification input port to primary output, fin worst setup slack 0.0711 ns, count of maximum capacitance violations 0, remaining routing DRC violations 0, number of buffers inserted by hold repair at cts 0, dominant kind of combinational cell adder cells, antenna violations before repair 0, signal arrival time at the worst endpoint around 1.5 ns, Chip Area 6400 sq um, count of filler cells inserted in the layout around 380, Post-DRT Antenna Nets 0, Vias/cell ~2.9, Final setup violation count 0, number of top-level pins 11, transition time of the tightest slew-check pin approximately 0.15 ns, post-synthesis area per instance ~8.6 sq um, grt ovf 0, RSZ-0062 raised after global routing false, setup_tns 0 ns, kind of end point of the critical path primary output, average wire per cell in the routed design around 8 microns, vertical extent of the die 80 microns, Worst Path Max Fanout 5, Static Leakage about 0.26 nW, synth unique cells 15, WP data required ~1.6 ns, cell taking the most area after synthesis sky130_fd_sc_hd__ha_1, Most common cell on crit path sky130_fd_sc_hd__buf_4, floorplan die width approximately 80 microns, placed instance area 502 sq um, result of the run complete, no violations, final standard cell area without fillers 524 sq um, worst setup timing slack at the placement stage -0.708 ns
metal layers:
metal  up-vias  GRT usage  wire (microns)
li1        153          -               -
met1       128     0.0271             313
met2         6     0.0465             397
met3         0    0.00455              67
met4         0          0               0
met5         -          0               0
path summary, 6_finish.rpt:
path,start,to,slack (ns),cells after the start
worst max-delay path,hex_i[0],hex_o[3],0.07,5
worst min-delay path,hex_i[0],hex_o[4],1.33,5
layout make-up:
class | instances | share of cell area
inverters | 3 | 0.0263
multi-input cells | 27 | 0.504
well taps | 46 | 0.110
repair buffers | 23 | 0.360
cells by family after synthesis:
family | count (synthesis)
and+or+nand+nor | 8
muxes | 6
AOI/OAI and AO/OA | 6
adders and majority gates | 7
buffers and inverters | 5
tightest hold or removal path, stage by stage:
cell and delay [ns]:
sky130_fd_sc_hd__buf_4 0.11, sky130_fd_sc_hd__buf_4 0.13, sky130_fd_sc_hd__mux2i_1 0.06, sky130_fd_sc_hd__o21ai_1 0.13
sky130_fd_sc_hd__dlymetal6s2s_1 0.10
where the power goes:
part	switching, mW	internal (mW)
combinational	0.0347	0.0545
sequential	0	0
clock	0	0
placed cells by master, fill, tap and decap left out, types with 2 or more instances in the layout:
cell type	Yosys	routed
sky130_fd_sc_hd__buf_4	0	10
sky130_fd_sc_hd__dlygate4sd2_1	0	5
sky130_fd_sc_hd__mux2i_1	4	4
sky130_fd_sc_hd__nor2_1	5	4
sky130_fd_sc_hd__ha_1	7	4
sky130_fd_sc_hd__buf_2	1	3
sky130_fd_sc_hd__o21ai_1	0	2
sky130_fd_sc_hd__a22o_1	2	2
sky130_fd_sc_hd__ha_2	0	2
sky130_fd_sc_hd__clkdlybuf4s15_1	0	2
sky130_fd_sc_hd__buf_6	1	2
timing repair:
| action | CTS | global route |
|---|---|---|
| gates cloned | 1 | 0 |
| setup buffers | 0 | 1 |
| resized | 31 | 4 |
| pin swaps | 4 | 3 |
| setup endpoints to repair | 7 | 4 |
No activity file was given, so power comes from the tool's default toggle rates.
